===== flow/constraint.sdc =====
current_design tick_generator

set clk_period 3.8
set clk_io_pct 0.2

create_clock -name clk0 -period $clk_period [get_ports {clk}]

set non_clock_inputs [all_inputs -no_clocks]
set_input_delay [expr $clk_period * $clk_io_pct] -clock clk0 $non_clock_inputs
set_output_delay [expr $clk_period * $clk_io_pct] -clock clk0 [all_outputs]

===== flow/run.sh =====
#!/bin/bash
# OpenROAD 26Q1-2900-gdf79404cd8, Yosys 0.63+post, stock flow scripts
make -C /OpenROAD-flow-scripts/flow DESIGN_CONFIG=/design/flow/config.mk WORK_HOME=/design/flow/orfs finish

===== flow/design.v =====
`timescale 1ns / 1ps
module tick_generator(
    input wire clk,
    input wire reset,
    output reg tick
    );
    parameter INPUT_FREQ = 100_000_000;  
    parameter TICK_HZ = 1000;            
    parameter TICK_COUNT = INPUT_FREQ / TICK_HZ;   
    reg [$clog2(TICK_COUNT)-1:0] r_tick_counter = 0;     
    always @(posedge clk, posedge reset) begin
        if (reset) begin
            r_tick_counter <= 0;
            tick <= 0;
        end 
        else begin
            if (r_tick_counter == TICK_COUNT-1) begin  
                r_tick_counter <=0 ;     
                tick <= 1'b1;            
            end 
            else begin
                r_tick_counter <= r_tick_counter + 1;    
                tick <= 1'b0;                            
            end
        end
    end
endmodule

===== flow/config.mk =====
export PLATFORM = sky130hd
export DESIGN_NAME = tick_generator
export DESIGN_NICKNAME = tick_generator
export VERILOG_FILES = /design/flow/design.v
export SDC_FILE = /design/flow/constraint.sdc
export NUM_CORES = 4
export LEC_CHECK = 1
export CORE_AREA = 10 10 88 88
export DIE_AREA = 0 0 98 98

==> results.cfg <==
; flow metrics
[critical_path]
cpLargestDelayFamily = buffers and inverters
critical_path.max_stage_delay_ps = 470
critical_path.startpoint_type = flop
timing.setup.critical_path_class = reg2out
critPathSlowestCell = clkdlybuf4s50_1
timing.critical_path.fanout_max = 1
crit_path_cell_trace = clkdlybuf4s50_1
cp.required_ps = 3040
crit_path_end_kind = output port
timing.critical_path.buf_inv = 1
worst-endpoint-arrival_ps = 1040

[timing]
skew_ps = 3.48
final.hold.worst_slack_ps = 487
grt_setup_unrepaired = false
max_slew.worst_pin.slew_ps = 695
setup_viol_count_final = 0
max-slew-margin-rel = 0.536
timing.final.crit_period_ps = 1800
finalCritPeriodShare = 0.474
max_freq_ghz = 0.556
slew_limit_fails = 0
report.final.hold_viol_count = 0
fin_setup_tns_ps = 0

[finish]
drive_above_1_share = 0.0988
fillerInstances = 642
layout_top_cell = dfrtp_1
final_core_util = 0.171
final_cell_area_mm2 = 0.00101
final-comb-area_um2 = 384
area.growth.synth_to_final_pct = 19.3
sequential_cell_area_um2 = 450
mostFrequentLayoutCells = dfrtp_1, xnor2_1, nor2_1

[synth]
adder_share = 0.0147
synth.cell_area_um2 = 851
cell_variety_after_synth = 18
ys_sh_simple = 0.282
portion_of_the_post_synthesis_area_used_by_sequential_elements = 0.529
yosys_warnings = 1
netlist_instances = 76
post_synth_xor_area_fraction = 0.154
post_synth_main_logic_family = simple AND/OR/NAND/NOR gates
yosysChipArea_um2 = 851
area_fraction_in_mux_cells = 0
ys_cells = 76
synthDominantCellAreaShare = 0.529
synth_compound_gate_area_share = 0
top_area_cell = dfrtp_1
ys_ff = 18
area_leaders = dfrtp_1, xnor2_1, nor2_1, xor2_1, nand3_1
synth.avg_cell_area_um2 = 11.2

[clock_network]
postCtsSetupBuffers = 0
total_clock_buffers_created_by_cts = 3
clockRootBuffer = clkbuf_8
tritoncts = done
cts-hold-fix-buffers = 0
clock_tree.htree_level_count = 1
cts-root-to-sink-buffers = 2
clock_sinks = 18
ctsResizeCount = 0
clk_transition_reported_paths_ps = 70
clock_latency_ps = 250

[floorplanning]
fp_util = 0.144
core_area_mm2 = 0.00592
boundaryPins = 3
die_h_um = 98
die.size.x_um = 98
floorplan.rows = 28
fp.dieArea_mm2 = 0.00960

[global_route]
grt_overflow_total = 0
first_global_vias = 518
grtUsageTotal = 0.0286
grt_max_degree = 19
grt_pass1_wl_mm = 2.39
antenna_found_initial = 0

[routing]
remaining_drc_errors = 0
antenna_cells_inserted = 0
drt_wl_total_mm = 1.34
count_of_vias_placed_by_the_detailed_router = 540
avgRoutedWirePerCell_um = 8.58
viasPerCell = 3.46
dr.first_iter.drc_count = 29
first_pass_iters = 3
detail-route-antenna-nets = 0

[placement]
hpwl_detailed_um = 948
port-buffer-count = 2
dpl_cell_area_um2 = 960
routabilityCongestion = 0.777

[run]
drv_cap = 0
log.warning_count = 25

[power]
report.power.total_w = 0.000351
power-per-cell-area_mw_per_mm2 = 346
power.static_leakage_nw = 0.416
power.ir.vdd_worst_mv = 0.195

[status]
outcome = finished, final reports clean

[min_path]
worstHoldPathType = reg2reg
path summary, 6_finish.rpt:
check                                  start           endpoint  slack (ps)  cells past startpoint
hold reg to reg            r_tick_counter[0]  r_tick_counter[0]         490                      1
hold / removal             r_tick_counter[0]  r_tick_counter[0]         490                      1
setup / recovery                        tick               tick        2000                      1
min in group asynchronous              reset  r_tick_counter[1]         910                      2
max in group asynchronous              reset  r_tick_counter[2]        2450                      2
setup reg to reg           r_tick_counter[0]  r_tick_counter[9]        2210                      5
registers in the layout (all words and copies together) (netlist names):
name	count
r_tick_counter	17
tick	1
kinds of logic (layout without fill, tap and decap cells):
| kind of cell | count (synthesis) | after routing |
|---|---|---|
| adders and majority gates | 1 | 1 |
| xor gates and xnor gates | 15 | 15 |
| DFF | 18 | 18 |
| and+or+nand+nor | 38 | 38 |
| buffers and inverters | 4 | 9 |
area by class of cell:
type                            count  share of cell area
Tap cell                           75              0.0925
Clock buffer                        4              0.0543
Inverter                            3              0.0111
Sequential cell                    18               0.444
Multi-Input combinational cell     54               0.379
Timing Repair Buffer                2              0.0197
power breakdown:
part | internal (W) | total (W) | switching (W)
registers | 0.000192 | 0.000192 | 0
logic | 0.000000948 | 0.00000468 | 0.00000373
clock network | 0.0000920 | 0.000155 | 0.0000627
cells in the mapped netlist:
library cell and count:
nor4_2 2, nand2_1 5, buf_2 1, nor2_1 10
xnor2_1 11, nor3_1 5, dfrtp_1 18, nand3_1 5
nand4_1 4, nand4bb_1 1, nand4_4 1, nor4_4 1
nor4_1 1, and4_1 2, ha_1 1, nor2b_1 1
xor2_1 4, inv_1 3
layer usage:
| layer | global-route usage | share of wire | up-vias |
|---|---|---|---|
| met4 | 0.00336 | 0.012 | 0 |
| met1 | 0.0443 | 0.57 | 257 |
| met3 | 0.0107 | 0.039 | 2 |
| li1 | - | - | 275 |
| met2 | 0.0371 | 0.38 | 6 |
| met5 | 0 | 0 | - |
metrics by stage:
step / worst slack [ps] / cells
after floorplan: 2460 / 76
after global placement: 2130 / 152
after detailed placement: 2110 / 152
after CTS: 1970 / 156
after global routing: 1950 / 156
final: 2000 / 156
Power and IR drop assume default switching activity.
