==> ./design.v <==
`timescale 1ns / 1ps
module clock_8Hz(
    input i_clk,        
    input i_reset,
    output reg o_clk8Hz
    );
    reg [19:0] i_count=0;
    always @(posedge i_clk, posedge i_reset) begin
        if (i_reset) begin
            o_clk8Hz <= 0;
            i_count <= 0;
        end 
        else begin
            if (i_count == (1_250_000/2) - 1) begin  
                i_count <= 0;
                o_clk8Hz <= ~o_clk8Hz;
            end 
            else begin
                i_count <= i_count + 1;
            end
        end
    end
endmodule
==> ./run.sh <==
#!/bin/bash
# OpenROAD 26Q1-2900-gdf79404cd8, Yosys 0.63+post, stock flow scripts
make -C /OpenROAD-flow-scripts/flow DESIGN_CONFIG=/design/flow/config.mk WORK_HOME=/design/flow/orfs finish
==> ./config.mk <==
export PLATFORM = sky130hd
export DESIGN_NAME = clock_8Hz
export DESIGN_NICKNAME = clock_8Hz
export VERILOG_FILES = /design/flow/design.v
export SDC_FILE = /design/flow/constraint.sdc
export NUM_CORES = 4
export LEC_CHECK = 1
export CORE_AREA = 10 10 95 95
export DIE_AREA = 0 0 105 105
==> ./constraint.sdc <==
current_design clock_8Hz

set clk_period 4.2
set clk_io_pct 0.2

create_clock -name clk0 -period $clk_period [get_ports {i_clk}]

set non_clock_inputs [all_inputs -no_clocks]
set_input_delay [expr $clk_period * $clk_io_pct] -clock clk0 $non_clock_inputs
set_output_delay [expr $clk_period * $clk_io_pct] -clock clk0 [all_outputs]
==> flow_summary.yaml <==
# synthesis and place-and-route metrics
worst_setup_path:
  cp-end-kind: "flop"
  r2r-end: "o_clk8Hz"
  worst-r2r-cell-count: 4
  r2r_start: "i_count[7]"
  crit_path_end: "o_clk8Hz"
  critPathKind: "reg2reg"
  rrSetupSlack_ns: 2.23
  setup.worst_path.start: "i_count[7]"
  cp_max_fo: 10
  cp_data_arrival_time_ns: 2.15
  startpoint_type: "flop"
  cp.required_ns: 4.38
clocking:
  clock_path_buffers: 2
  post_cts_buffers: 0
  hold_buffers: 0
  cts_buffers: 3
  clockRootBuffer: "clkbuf_8"
  clock-sinks: 21
  cts.clk_slew.worst_paths_ns: 0.08
  cts_tree: "built"
  cts_resized: 0
  clk_latency_ns: 0.26
  ctsHtreeMaxLevel: 1
synthesis:
  synth_area_um2: 998
  ys_cells: 96
  yosys.area.top_type: "dfrtp_1"
  top_cells_by_count: "21 x dfrtp_1, 12 x nor2_1, 11 x nand2_1, 11 x xnor2_1, 7 x nand4_1"
  syn_inst: 96
  top_cell_area_share_pct: 52.6
  ys_top_cells_by_area: "dfrtp_1 53%, xnor2_1 9.6%, xor2_1 5.3%"
  synth.most_common_cell: "dfrtp_1"
  synthFlopType: "dfrtp_1"
  edf_count: 0
  synthArstFlopShare_pct: 100
  numSynthFlops: 21
  syn_area_per_cell_um2: 10.4
  ys_area_um2: 998
  ys_types: 22
  yosys.stat.seqShare_pct: 52.6
  ys.warnings.count: 1
global_route:
  grtUsageTotal_pct: 3.13
  overflow: 0
  grt_pass1_vias: 624
  grt_pass1_wl_mm: 2.95
  grt_max_degree: 22
  antenna_found_initial: 0
min_path:
  worstHoldPathType: "reg2reg"
  hp-start: "i_count[0]"
cells_and_area:
  drive_gt1_share_pct: 6.86
  area_growth_pct: 18.7
  nFillCells: 779
floorplan:
  rows: 30
  die_x_um: 105
  core_area_mm2: 0.00691
  initCoreUtil_pct: 14.5
  chip_area_mm2: 0.0110
  num_io_pins: 3
  die_y_um: 105
timing:
  slew_headroom_pct: 42.9
  finClkSkew_ns: 0.00589
  tns_ns: 0
  worst_pin_slew_ns: 0.849
  setup_viol: 0
  post-route-period-util_pct: 46.9
  max_freq_mhz: 507
  drv_slew: 0
  whs_ns: 0.468
  rsz0062_at_grt: "no"
  hold_viol_final: 0
  min_period_ns: 1.97
detailed_routing:
  firstDrtPassIters: 4
  wl_met1_um: 860
  viasPerCell: 3.56
  wire_per_inst_um: 8.86
  wl_mm: 1.75
  drc: 0
  drtIter0Drc: 13
  wl_met2_um: 788
  routed.top_layer: "met4"
  dr_total_vias: 705
  ant_nets: 0
  dr_wl_met3_um: 75
  antennaDiodeCount: 0
placed_design:
  gp_congestion: 0.806
  placement.io_buffers: 2
  hpwl_mm: 1.26
run:
  cap_viol_max_count: 0
  tool_warnings: 25
status:
  status: "finished, final reports clean"
pwr:
  internal_power_uw: 269
  switchingPower_uw: 67.5
  ir_worst_vdd_v: 0.000134
  p_seq_share_pct: 60.1
  p_comb_share_pct: 1.4
  powerDensity_mw_per_mm2: 284
  p_sw_share_pct: 20.1
  pwr-share-clk_pct: 38.6
  leakagePower_uw: 0.000483
==> layer usage <==
metal	up-vias	GRT usage, %
met5	-	0
met4	0	0.588
met3	2	0.994
met2	11	4.76
met1	345	4.29
li1	347	-
==> per-stage QoR <==
step | instances | util (%) | instance area [µm²] | power (µW) | setup WS, ns
global route | 198 | 17.2 | 1180 | 354 | 2.14
CTS | 198 | 17.2 | 1180 | 342 | 2.22
finish | 198 | 17.2 | 1180 | 336 | 2.23
detailed placement | 194 | 16.5 | 1140 | 211 | 2.25
floorplan | 96 | - | 998 | 209 | 2.39
global placement | 194 | 16.5 | 1140 | 211 | 2.29
==> worst max-delay path, cell delays in order (launching register included) <==
cell	delay, ns
dfrtp_1	0.43
or4b_1	0.54
or3_4	0.36
nor3_4	0.38
xor2_1	0.19
==> state kept, by name, indices dropped and copies added (netlist names) <==
signal,flops
o_clk8Hz,1
i_count,20
==> logic make-up (layout without fill, tap and decap cells) <==
family	Yosys count	count (layout)	synth area share, %
XOR/XNOR	17	17	14.9
AND-OR/OR-AND	4	4	2.63
flip-flops	21	21	52.6
adder cells (fa/ha/maj)	1	1	1.25
buffers and inverters	3	9	1.13
AND/OR/NAND/NOR	50	50	27.4
==> power by group through the flow <==
stage | clock, µW | combinational [µW] | sequential [µW]
CTS | 135 | 5.08 | 202
global route | 146 | 5.66 | 202
finish | 130 | 4.67 | 202
==> layout make-up <==
class	instances	area (µm²)	area share [%]
Clock buffer	3	41.3	3.48
Clock inverter	1	5.00	0.422
Inverter	3	11.3	0.950
Multi-Input combinational cell	72	462	39.0
Sequential cell	21	526	44.4
Tap cell	96	120	10.1
Timing Repair Buffer	2	20.0	1.69
==> placed cells by master (no fill, tap or decap) <==
cell	instances
dfrtp_1	21
inv_1	3
ha_1	1
a31o_2	1
nor2_1	12
nand3_1	5
nor4b_1	2
clkinv_2	1
a21oi_1	2
clkdlybuf4s50_1	2
nand2_1	11
and3_1	1
nor2b_1	2
and4_1	1
clkbuf_8	3
nor3_1	2
or3_4	1
nor4_1	3
or4b_1	1
o31ai_1	1
nand4_1	7
nand3b_1	1
xor2_1	6
xnor2_1	11
nor3_4	1
==> worst min-delay path by stage <==
stage | endpoint | depth (start not counted)
6_report | i_count[0] | 1
5_1_grt | i_count[0] | 1
4_1_cts | i_count[0] | 1
No activity file was given, so power comes from the tool's default toggle rates.
